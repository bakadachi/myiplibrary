==> flow/design.v <==
module sync_debounce #(
    parameter integer DEBOUNCE_COUNT = 1000,      
    parameter integer COUNTER_WIDTH = 10         
) (
    input  logic clk,         
    input  logic rst_n,       
    input  logic sig_a,       
    output logic sig_out      
);
    logic sig_sync1, sig_sync2;                    
    logic sig_stable;                              
    logic [COUNTER_WIDTH-1:0] debounce_counter;    
    always @(posedge clk or negedge rst_n) begin
        if (!rst_n) begin
            sig_sync1 <= 0;
            sig_sync2 <= 0;
        end else begin
            sig_sync1 <= sig_a;     
            sig_sync2 <= sig_sync1;  
        end
    end
    always @(posedge clk or negedge rst_n) begin
        if (!rst_n) begin
            debounce_counter <= 0;
            sig_stable <= 0;
        end else if (sig_sync2 != sig_stable) begin
            debounce_counter <= debounce_counter + 1;
            if (debounce_counter == DEBOUNCE_COUNT - 1) begin
                sig_stable <= sig_sync2;
                debounce_counter <= 0;  
            end
        end else begin
            debounce_counter <= 0;
        end
    end
    assign sig_out = sig_stable;
endmodule
==> flow/run.sh <==
#!/bin/bash
# OpenROAD 26Q1-2900-gdf79404cd8, Yosys 0.63+post, stock flow scripts
make -C /OpenROAD-flow-scripts/flow DESIGN_CONFIG=/design/flow/config.mk WORK_HOME=/design/flow/orfs finish
==> flow/config.mk <==
export PLATFORM = sky130hd
export DESIGN_NAME = sync_debounce
export DESIGN_NICKNAME = sync_debounce
export VERILOG_FILES = /design/flow/design.v
export SDC_FILE = /design/flow/constraint.sdc
export NUM_CORES = 4
export LEC_CHECK = 1
export CORE_AREA = 10 10 73 73
export DIE_AREA = 0 0 83 83
==> flow/constraint.sdc <==
current_design sync_debounce

set clk_period 1.7
set clk_io_pct 0.2

create_clock -name clk0 -period $clk_period [get_ports {clk}]

set non_clock_inputs [all_inputs -no_clocks]
set_input_delay [expr $clk_period * $clk_io_pct] -clock clk0 $non_clock_inputs
set_output_delay [expr $clk_period * $clk_io_pct] -clock clk0 [all_outputs]
==> flow_results.org <==
#+TITLE: Synthesis and PnR summary

** Finish
- Commonest cells after routing, fill and taps aside :: dfrtp_1 (13), nor2_1 (5), nand3_1 (4)
- Counting the fill cells in the layout gives 422.
- Area growth syn-to-layout :: 23.7%
- The top cell type in the final layout, fill and taps aside, is dfrtp_1.
- The layout summary lists the proportion of cells stronger than drive strength 1 as 0.190.

** Timing
- The highest clock rate this design can be run at is 613 MHz.
- Setup total negative slack :: 0 ns
- Cycle use final :: 0.959
- The worst-case max-slew headroom was logged as 0.702.
- Final number of setup-violating endpoints :: 0
- Slew at the pin closest to its max-slew limit :: 0.444 ns
- Final Slew Violations :: 0
- RSZ-0062 raised after global routing :: false
- Clock skew on the completed layout was measured at 0.000279 ns.
- Number of hold-slack violations in the final timing report :: 0
- Crit path time final :: 1.63 ns

** Worst setup path
- Setup crit end kind :: flip-flop
- The worst register-to-register path ends at debounce_counter[9].
- WP data required :: 1.80 ns
- Worst path cell trace :: ha_1 > or4bb_2 > o211ai_1 > a31oi_1
- Buf/Inv on CP :: 0
- The slowest stage of the critical path belongs to the cell or4bb_2.
- In this run the critical register-to-register path is launched from debounce_counter[0].
- Kind of launch point of the worst setup path :: flip-flop
- Worst reg-to-reg setup slack :: 0.07 ns
- Critical path data arrival time :: 1.73 ns
- Largest stage delay on the critical path :: 0.63 ns
- The number of cells on the worst reg-to-reg path is 4.
- Of all nets on the critical path, the largest fanout is 5.
- Cell family with the largest share of critical-path delay :: simple AND/OR/NAND/NOR gates
- Worst setup path class :: reg2reg

** Synthesis
- Register bit count reported by yosys :: 13
- Number of standard cells reported by yosys :: 55
- Per the post-synthesis report, the number of cells in the design is 55.
- Yosys warnings :: 1
- Post-synthesis, Yosys gives the total cell area as 607 µm².
- Number of library cell types mapped by synthesis :: 26
- Most area-consuming cells after synthesis :: dfrtp_1 (54%), nand3_1 (3.3%), nor2_1 (3.1%), xnor2_1 (2.9%), xor2_1 (2.9%)
- Count of library flops with an enable pin :: 0
- For this run, the leading register cell type out of synthesis is dfrtp_1.
- Of the synthesized area, sequential elements account for 0.536.
- After synthesis the cells add up to 607 µm².
- Fraction of registers with async set/reset :: 1.00
- Post-synth top area share :: 0.536
- Average footprint of a synthesized cell :: 11.0 µm²
- The biggest area contributor in the post-synthesis netlist is dfrtp_1.

** Detailed routing
- Per the log, the first TritonRoute iteration ended with a DRC count of 46.
- DRC :: 0
- Nets still carrying antenna violations after routing amount to 0.
- For this run, the detailed router reports a per-instance via density of 4.14.
- Antenna cells :: 0
- Routed via count :: 459
- The iteration count recorded for the first detailed-route pass is 4.
- Drt total wl :: 1100 µm
- Dividing the detail-routed wire length by the instance count gives 9.89 µm.

** Global routing
- The first global-routing pass estimated 1990 µm of wire.
- The initial antenna violation count is 0.
- Vias in the first global route :: 444
- Sum of overflow across all layers after global routing :: 0
- Pin count of the biggest net entering global routing :: 14
- Total global-route track usage over all layers is 0.0327.

** Clock network
- CTS built an H-tree with a depth of 1.
- Post-CTS Resized :: 0
- TritonCTS built the clock tree.
- Maximum number of buffers from clock root to sink :: 2
- Insertion delay to the later sink of the worst-skew pair :: 0.24 ns
- Looking at the post-CTS report, the setup buffer insertion count equals 0.
- In this run, CTS created clock tree buffers numbering 3.
- Looking at the clock tree report, the root buffer type is clkbuf_8.
- Clock slew at reported path FFs :: 0.05 ns
- The post-CTS hold buffer count recorded in the log is 0.
- The number of clock sinks came to 13.

** Min path
- For hold timing, the worst endpoint is sig_sync2.
- Hold Path Stages :: 0
- Hold wc startpoint :: sig_sync1
- Type of the worst min-delay path :: reg2reg

** Power
- The leakage power in the latest report is 0.289 nW.
- The design draws 0.622 mW.
- In this run the VDD rail shows a maximum IR drop of 0.418 mV.
- Total power density per cell area :: 829 nW/µm²

** Placement
- Note, the detailed placer reported a final HPWL of 798 µm.
- Port buffering added 3 buffers.
- GPL Wtd Cong :: 0.758

** Die
- Vertical die dimension :: 83 µm
- Die outline area :: 6890 µm²
- In this run the standard cell core region covers 3740 µm².
- I/O pin count :: 4
- The floorplan step set the die width to 83 µm.
- After floorplanning, the core was divided into 22 placement rows.
- At the floorplan stage, the core utilization is reported as 0.162.

** Run status
- The flow ran to the end, and the final reports show no timing, DRC or antenna violations.

** Flow run
- Count of tool warnings :: 25
- In this run the maximum-capacitance check reported violations numbering 0.
==> report_power, final <==
group | total [mW] | switching [mW] | internal, mW
clock | 0.265 | 0.103 | 0.161
sequential | 0.326 | 0.00848 | 0.318
combinational | 0.0308 | 0.0167 | 0.0141
total | 0.622 | 0.129 | 0.493
==> cell families after synthesis <==
kind of cell	count (synthesis)	synth area share
compound gates	11	0.122
xor+xnor	4	0.0577
fa+ha+maj	1	0.0206
buf+inv	2	0.0124
flops	13	0.536
mux	1	0.0186
simple gates	23	0.233
==> cell type report <==
type / instances / area [µm²] / area share
Timing Repair Buffer: 4 / 37.5 / 0.0500
Clock buffer: 3 / 41.3 / 0.0550
Inverter: 2 / 7.51 / 0.0100
Clock inverter: 1 / 5.00 / 0.00667
Tap cell: 48 / 60.1 / 0.0800
Sequential cell: 13 / 325 / 0.433
Multi-Input combinational cell: 40 / 274 / 0.365
==> through the flow <==
| step | hold slack [ns] | setup slack (ns) | cells | utilization | area (µm²) |
|---|---|---|---|---|---|
| floorplan | 0.0444 | 0.186 | 55 | - | 607 |
| global placement | 0.333 | 0.147 | 107 | 0.188 | 704 |
| detailed placement | 0.336 | 0.116 | 107 | 0.188 | 704 |
| CTS | 0.349 | 0.0768 | 111 | 0.201 | 751 |
| global route | 0.358 | 0.0271 | 111 | 0.201 | 751 |
| finish | 0.347 | 0.0689 | 111 | 0.201 | 751 |
==> Yosys cell counts, types with 2 or more instances <==
library cell	n
nand4_1	2
or4_1	2
nand3_1	4
dfrtp_1	13
nand2_1	3
xor2_1	2
o21ai_0	2
inv_1	2
nor2_1	5
xnor2_1	2
a21oi_1	3
==> how the worst max path moves through the flow <==
stage                  startpoint             endpoint  slack (ns)  cells past startpoint
global route  debounce_counter[0]  debounce_counter[9]        0.03                      4
finish        debounce_counter[0]  debounce_counter[9]        0.07                      4
CTS           debounce_counter[0]  debounce_counter[9]        0.08                      4
==> registers in the layout (all words and copies together) (netlist names) <==
| signal | cells |
|---|---|
| debounce_counter | 10 |
| sig_stable | 1 |
| sig_sync1 | 1 |
| sig_sync2 | 1 |
==> per-layer routing <==
layer / wire length (µm) / track usage
met1: 535 / 0.0412
met2: 498 / 0.0510
met4: 9 / 0.00615
met3: 54 / 0.0138
met5: 0 / 0
Power is estimated from default activity; no workload was simulated.
