<file path="/design/flow/config.mk">
export PLATFORM = sky130hd
export DESIGN_NAME = async_fifo
export DESIGN_NICKNAME = async_fifo
export VERILOG_FILES = /design/flow/design.v
export SDC_FILE = /design/flow/constraint.sdc
export NUM_CORES = 4
export LEC_CHECK = 1
export CORE_UTILIZATION = 50
</file>
<file path="/design/flow/constraint.sdc">
current_design async_fifo

set clk_period 3.1
set clk_io_pct 0.2

create_clock -name clk0 -period $clk_period [get_ports {clk_rd}]
create_clock -name clk1 -period $clk_period [get_ports {clk_wr}]

set non_clock_inputs [all_inputs -no_clocks]
set_input_delay [expr $clk_period * $clk_io_pct] -clock clk0 $non_clock_inputs
set_output_delay [expr $clk_period * $clk_io_pct] -clock clk0 [all_outputs]
</file>
<file path="/design/flow/design.v">
module async_fifo #(
    parameter DATA_WIDTH = 8,          
    parameter FIFO_DEPTH = 16          
) (
    input  logic                clk_wr,        
    input  logic                clk_rd,        
    input  logic                rst_n,         
    input  logic [DATA_WIDTH-1:0] wr_data,     
    input  logic                wr_en,         
    input  logic                rd_en,         
    output logic [DATA_WIDTH-1:0] rd_data,     
    output logic                full,          
    output logic                empty          
);
    localparam ADDR_WIDTH = $clog2(FIFO_DEPTH);   
    logic [DATA_WIDTH-1:0] fifo_mem [0:FIFO_DEPTH-1];
    logic [ADDR_WIDTH:0] wr_ptr_bin, wr_ptr_gray, wr_ptr_gray_sync1, wr_ptr_gray_sync2;
    logic [ADDR_WIDTH:0] rd_ptr_bin, rd_ptr_gray, rd_ptr_gray_sync1, rd_ptr_gray_sync2;
    logic [ADDR_WIDTH-1:0] wr_addr, rd_addr;
    assign full = (wr_ptr_gray == {~rd_ptr_gray_sync2[ADDR_WIDTH:ADDR_WIDTH-1], rd_ptr_gray_sync2[ADDR_WIDTH-2:0]});
    assign empty = (wr_ptr_gray_sync2 == rd_ptr_gray);
    always @(posedge clk_wr or negedge rst_n) begin
        if (!rst_n) begin
            wr_ptr_bin <= 0;
            wr_ptr_gray <= 0;
        end else if (wr_en && !full) begin
            wr_ptr_bin <= wr_ptr_bin + 1;
            wr_ptr_gray <= (wr_ptr_bin + 1) ^ ((wr_ptr_bin + 1) >> 1);
        end
    end
    always @(posedge clk_wr) begin
        if (wr_en && !full) begin
            fifo_mem[wr_ptr_bin[ADDR_WIDTH-1:0]] <= wr_data;
        end
    end
    always @(posedge clk_rd or negedge rst_n) begin
        if (!rst_n) begin
            wr_ptr_gray_sync1 <= 0;
            wr_ptr_gray_sync2 <= 0;
        end else begin
            wr_ptr_gray_sync1 <= wr_ptr_gray;
            wr_ptr_gray_sync2 <= wr_ptr_gray_sync1;
        end
    end
    always @(posedge clk_rd or negedge rst_n) begin
        if (!rst_n) begin
            rd_ptr_bin <= 0;
            rd_ptr_gray <= 0;
        end else if (rd_en && !empty) begin
            rd_ptr_bin <= rd_ptr_bin + 1;
            rd_ptr_gray <= (rd_ptr_bin + 1) ^ ((rd_ptr_bin + 1) >> 1);
        end
    end
    assign rd_data = fifo_mem[rd_ptr_bin[ADDR_WIDTH-1:0]];
    always @(posedge clk_wr or negedge rst_n) begin
        if (!rst_n) begin
            rd_ptr_gray_sync1 <= 0;
            rd_ptr_gray_sync2 <= 0;
        end else begin
            rd_ptr_gray_sync1 <= rd_ptr_gray;
            rd_ptr_gray_sync2 <= rd_ptr_gray_sync1;
        end
    end
endmodule
</file>
<file path="/design/flow/run.sh">
#!/bin/bash
# OpenROAD 26Q1-2900-gdf79404cd8, Yosys 0.63+post, stock flow scripts
make -C /OpenROAD-flow-scripts/flow DESIGN_CONFIG=/design/flow/config.mk WORK_HOME=/design/flow/orfs finish
</file>
==> node_exporter_impl.prom <==
# HELP chip_impl_metric Physical implementation figures
# TYPE chip_impl_metric gauge
chip_impl_metric{name="diodes",unit=""} 0
chip_impl_metric{name="wirelength",unit="µm"} 12260
chip_impl_metric{name="dieArea",unit="mm²"} 0.01383
chip_impl_metric{name="tritoncts_num_sinks",unit=""} 168
chip_impl_metric{name="drt_first_pass_iters",unit=""} 4
chip_impl_metric{name="fill_cells",unit=""} 905
chip_impl_metric{name="warning_count",unit=""} 29
chip_impl_info{name="netlist.top_cell.by_area",value="edfxtp_1"} 1
chip_impl_metric{name="yosysTopAreaCellShare",unit=""} 0.5751
chip_impl_metric{name="power.leakage",unit="nW"} 2.843
chip_impl_metric{name="net_load_switching_power",unit="mW"} 2.285
chip_impl_info{name="timing.critical_path.from_type",value="register"} 1
chip_impl_metric{name="fp_util",unit=""} 0.5212
chip_impl_metric{name="power_frac_comb",unit=""} 0.296
chip_impl_metric{name="remaining_drc_errors",unit=""} 0
chip_impl_metric{name="layout-area-overhead-vs-synth",unit="%"} 17.67
chip_impl_metric{name="finalClockSkew",unit="ps"} 6.191
chip_impl_info{name="setup_crit_end_kind",value="output pin"} 1
chip_impl_metric{name="floorplan.core_area",unit="mm²"} 0.01282
chip_impl_metric{name="count_of_endpoints_failing_setup_in_the_final_report",unit=""} 0
chip_impl_metric{name="place_hpwl",unit="µm"} 7752
chip_impl_metric{name="grt_start_max_net_pins",unit=""} 37
chip_impl_metric{name="number_of_max_capacitance_violations_reported",unit=""} 0
chip_impl_metric{name="final_critical_path_setup_slack",unit="ps"} 231.9
chip_impl_metric{name="grt_first_pass_wirelength",unit="µm"} 19510
chip_impl_info{name="yosysMostFrequentCell",value="edfxtp_1"} 1
chip_impl_info{name="cts_tree",value="done"} 1
chip_impl_metric{name="buffer_ports.inserted",unit=""} 21
chip_impl_metric{name="path_max_fanout",unit=""} 25
chip_impl_info{name="worst_hold_path_type",value="in2async"} 1
chip_impl_metric{name="sw_frac_of_total",unit=""} 0.2932
chip_impl_metric{name="ys_cells",unit=""} 360
chip_impl_info{name="dominant_flop_cell",value="edfxtp_1"} 1
chip_impl_metric{name="final-instance-count-excl-fill",unit=""} 596
chip_impl_metric{name="average_wire_per_cell_in_the_routed_design",unit="µm"} 20.57
chip_impl_metric{name="p_int",unit="mW"} 5.506
chip_impl_metric{name="ir_drop",unit="V"} 0.0003822
chip_impl_metric{name="drive_gt1_frac",unit=""} 0.1792
chip_impl_metric{name="ys_seq_frac",unit=""} 0.7248
chip_impl_metric{name="worst-slew-pin-transition",unit="ps"} 702.1
chip_impl_info{name="status",value="finished, final reports clean"} 1
chip_impl_metric{name="setup_total_negative_slack",unit="ps"} 0
chip_impl_metric{name="first_iter_violations",unit=""} 196
chip_impl_metric{name="dieHeight",unit="µm"} 117.6
chip_impl_metric{name="synth_cells",unit=""} 360
chip_impl_metric{name="yosys.cell_types.count",unit=""} 33
chip_impl_metric{name="dpl.cell_count",unit=""} 560
chip_impl_metric{name="antenna_found_initial",unit=""} 0
chip_impl_info{name="top_cells_by_area",value="edfxtp_1 58%, dfrtp_1 15%, mux4_1 8.6%"} 1
chip_impl_metric{name="crit_required",unit="ps"} 2480
chip_impl_metric{name="cts_setup_buffers",unit=""} 0
chip_impl_metric{name="ant_nets",unit=""} 0
chip_impl_metric{name="cts.repair.resized",unit=""} 0
chip_impl_metric{name="hold_viol",unit=""} 0
chip_impl_metric{name="sequentialPowerShare",unit=""} 0.405
chip_impl_metric{name="largest_reg_flops",unit=""} 128
chip_impl_metric{name="pwr_density_cell",unit="mW/mm²"} 990.6
chip_impl_metric{name="synth.yosys.chip_area",unit="mm²"} 0.006684
chip_impl_metric{name="synth_flop_count",unit=""} 168
chip_impl_metric{name="clk_pin_slew_worst_paths",unit="ps"} 60
chip_impl_metric{name="detail_route.vias_per_cell",unit=""} 5.523
chip_impl_metric{name="synth-edff-count",unit=""} 128
chip_impl_metric{name="congestion_overflow_gr",unit=""} 0
chip_impl_metric{name="timing.hold.ws",unit="ps"} 109.7
chip_impl_metric{name="core.rowCount",unit=""} 41
chip_impl_info{name="setup.worst_path.class",value="reg2out"} 1
chip_impl_metric{name="die_width",unit="µm"} 117.6
chip_impl_metric{name="ys_async_sr_fraction",unit=""} 0.2381
chip_impl_metric{name="postSynthAreaPerCell",unit="µm²"} 18.57
chip_impl_metric{name="slew_headroom",unit=""} 0.5302
chip_impl_metric{name="synth_warnings",unit=""} 1
chip_impl_metric{name="clockPowerShare",unit=""} 0.299
chip_impl_metric{name="critical_path_arrival",unit="ps"} 2250
chip_impl_info{name="synth.top_cells.by_count",value="128 x edfxtp_1, 40 x dfrtp_1, 24 x nand2_1"} 1
chip_impl_metric{name="grt.total_usage",unit=""} 0.2108
chip_impl_info{name="rsz0062_at_grt",value="false"} 1
chip_impl_metric{name="post_synth_instance_area",unit="mm²"} 0.006684
chip_impl_metric{name="finalMaxSlewViolations",unit=""} 0
chip_impl_metric{name="vias",unit=""} 3292
chip_impl_metric{name="grt_pass1_vias",unit=""} 3581
chip_impl_metric{name="gp_congestion",unit=""} 0.7904
chip_impl_metric{name="ioPinCount",unit=""} 23
chip_impl_metric{name="finalCoreUtilization",unit=""} 0.6133
chip_impl_metric{name="cts-hold-fix-buffers",unit=""} 0
chip_impl_metric{name="detailedPlace.worstSlack",unit="ps"} 515.2
[worst paths after layout]
kind | slack, ps | endpoint | cells past startpoint | startpoint
setup reg to reg | 870 | fifo_mem[11][4] | 4 | wr_ptr_bin[0]
max in group clk1 | 870 | fifo_mem[11][4] | 4 | wr_ptr_bin[0]
min in group clk1 | 250 | rd_ptr_gray_sync1[0] | 0 | rd_ptr_gray[0]
min in group clk0 | 350 | wr_ptr_gray_sync2[4] | 0 | wr_ptr_gray_sync1[4]
hold / removal | 110 | wr_ptr_bin[1] | 1 | rst_n
hold reg to reg | 250 | rd_ptr_gray_sync1[0] | 0 | rd_ptr_gray[0]
setup / recovery | 230 | rd_data[5] | 5 | rd_ptr_bin[0]
max in group asynchronous | 2170 | rd_ptr_bin[0] | 2 | rst_n
[kinds of logic after synthesis]
group,Yosys count,share of synthesized area
XOR/XNOR,30,0.03931
adder cells (fa/ha/maj),5,0.009360
multiplexers,35,0.1252
buffers and inverters,23,0.02265
AND/OR/NAND/NOR,65,0.04231
AND-OR/OR-AND,34,0.03632
flip-flops,168,0.7248
[stage by stage]
| stage | area, µm² | power [mW] |
|---|---|---|
| after CTS | 7865 | 7.878 |
| after global routing | 7865 | 8.235 |
| after detailed placement | 7182 | 5.523 |
| after global placement | 7182 | 5.506 |
| final | 7865 | 7.791 |
| after floorplan | 6684 | 4.731 |
[power by group through the flow]
stage | clock [mW] | combinational [mW] | sequential (mW)
4_1_cts | 2.37 | 2.35 | 3.16
6_report | 2.33 | 2.31 | 3.15
5_1_grt | 2.47 | 2.55 | 3.21
[routing by layer]
metal | vias to the layer above | part of all wire | track usage
met2 | 159 | 0.45 | 0.2904
met3 | 18 | 0.13 | 0.1378
met1 | 1608 | 0.41 | 0.3220
li1 | 1507 | - | -
met5 | - | 0 | 0
met4 | 0 | 0.017 | 0.02804
[layout make-up]
cell class / instances / area [µm²] / share of cell area
clock buffer: 21 / 504.2 / 0.06411
clock inverter: 15 / 178.9 / 0.02275
inverter: 6 / 22.52 / 0.002864
multi-input combinational: 169 / 1688 / 0.2146
sequential: 168 / 4846 / 0.6161
tap: 172 / 215.2 / 0.02736
timing repair buffer: 45 / 410.4 / 0.05218
[critical path, cell delays in order, from the launching register on]
cell             delay [ps]
dfrtp_2                 380
buf_12                  210
mux4_1                  590
a22oi_1                 230
nand2_1                 140
clkdlybuf4s50_1         420
[placed cells by master, fill, tap and decap left out, types with 2 or more instances in the layout]
| cell type | n |
|---|---|
| a211oi_1 | 2 |
| buf_4 | 22 |
| nor2b_1 | 4 |
| inv_1 | 6 |
| buf_12 | 2 |
| o21ai_0 | 9 |
| nand2_1 | 24 |
| xor2_1 | 13 |
| clkdlybuf4s50_1 | 20 |
| nor2_1 | 18 |
| bufinv_16 | 3 |
| nor3_1 | 5 |
| a22oi_1 | 16 |
| clkbuf_16 | 20 |
| mux4_2 | 10 |
| a21oi_1 | 2 |
| clkinvlp_4 | 2 |
| inv_6 | 3 |
| mux4_1 | 22 |
| mux2_2 | 3 |
| edfxtp_1 | 128 |
| nand3_1 | 10 |
| nand2b_1 | 2 |
| clkinv_2 | 3 |
| dfrtp_1 | 39 |
| xnor2_1 | 17 |
| clkinv_4 | 2 |
| ha_1 | 5 |
Power and IR drop assume default switching activity.
